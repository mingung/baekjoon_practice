**design/flow/config.mk**
```make
export PLATFORM = sky130hd
export DESIGN_NAME = Pooling_relu
export DESIGN_NICKNAME = Pooling_relu
export VERILOG_FILES = /design/flow/design.v
export SDC_FILE = /design/flow/constraint.sdc
export NUM_CORES = 4
export LEC_CHECK = 1
export CORE_UTILIZATION = 30
```
**design/flow/constraint.sdc**
```tcl
current_design Pooling_relu

set clk_period 18.3
set clk_io_pct 0.2

create_clock -name clk0 -period $clk_period [get_ports {clk}]

set non_clock_inputs [all_inputs -no_clocks]
set_input_delay [expr $clk_period * $clk_io_pct] -clock clk0 $non_clock_inputs
set_output_delay [expr $clk_period * $clk_io_pct] -clock clk0 [all_outputs]
```
**design/flow/design.v**
```verilog
module Pooling_relu #(
    parameter CONV_BIT = 12,
    parameter HALF_WIDTH = 12,
    parameter HALF_HEIGHT = 12,
    parameter HALF_WIDTH_BIT = 4
)
(
    input clk, rst,
    input in_valid,
    input signed [CONV_BIT - 1 : 0] in_data_1, in_data_2, in_data_3,
    output reg [CONV_BIT - 1 : 0] out_max_1, out_max_2, out_max_3,
    output reg out_valid
);
reg signed [CONV_BIT - 1 : 0] relu_buffer_1 [0 : HALF_WIDTH - 1];
reg signed [CONV_BIT - 1 : 0] relu_buffer_2 [0 : HALF_WIDTH - 1];
reg signed [CONV_BIT - 1 : 0] relu_buffer_3 [0 : HALF_WIDTH - 1];
reg [HALF_WIDTH_BIT - 1 : 0] pcount;
reg state;  
reg flag;  
always @ (posedge clk) begin
    if (rst) begin
        state <= 0;
        pcount <= 0;
        out_valid <= 0;
        flag <= 0;
    end
    else begin
        if (in_valid == 1) begin
            flag <= ~flag;
            if (flag == 1) begin
                pcount <= pcount + 1;
                if (pcount == HALF_WIDTH - 1) begin
                    state <= ~state;
                    pcount <= 0;
                end
            end
            case (state)
                0: begin  
                    case (flag)
                        0: begin
                            out_valid <= 0;
                            relu_buffer_1[pcount] <= in_data_1;
                            relu_buffer_2[pcount] <= in_data_2;
                            relu_buffer_3[pcount] <= in_data_3;
                        end
                        1: begin
                            out_valid <= 0;
                            case (1)
                                in_data_1 > relu_buffer_1[pcount]: relu_buffer_1[pcount] <= in_data_1;
                                in_data_2 > relu_buffer_2[pcount]: relu_buffer_2[pcount] <= in_data_2;
                                in_data_3 > relu_buffer_3[pcount]: relu_buffer_3[pcount] <= in_data_3;
                                default: begin end
                            endcase
                        end
                    endcase
                end
                1: begin  
                    case (flag)
                        0: begin
                            out_valid <= 0;
                            case (1)
                                in_data_1 > relu_buffer_1[pcount]: relu_buffer_1[pcount] <= in_data_1;
                                in_data_2 > relu_buffer_2[pcount]: relu_buffer_2[pcount] <= in_data_2;
                                in_data_3 > relu_buffer_3[pcount]: relu_buffer_3[pcount] <= in_data_3;
                                default: begin end
                            endcase
                        end
                        1: begin
                            out_valid <= 1;
                            case (1)
                                in_data_1 > relu_buffer_1[pcount]: begin
                                    if (in_data_1 > 0)
                                        out_max_1 <= in_data_1;
                                    else
                                        out_max_1 <= 0;
                                end
                                default: begin
                                    if (relu_buffer_1[pcount] > 0)
                                        out_max_1 <= relu_buffer_1[pcount];
                                    else
                                        out_max_1 <= 0;
                                end
                            endcase
                            case (1)
                                in_data_2 > relu_buffer_2[pcount]: begin
                                    if (in_data_2 > 0)
                                        out_max_2 <= in_data_2;
                                    else
                                        out_max_2 <= 0;
                                end
                                default: begin
                                    if (relu_buffer_2[pcount] > 0)
                                        out_max_2 <= relu_buffer_2[pcount];
                                    else
                                        out_max_2 <= 0;
                                end
                            endcase
                            case (1)
                                in_data_3 > relu_buffer_3[pcount]: begin
                                    if (in_data_3 > 0)
                                        out_max_3 <= in_data_3;
                                    else
                                        out_max_3 <= 0;
                                end
                                default: begin
                                    if (relu_buffer_3[pcount] > 0)
                                        out_max_3 <= relu_buffer_3[pcount];
                                    else
                                        out_max_3 <= 0;
                                end
                            endcase
                        end
                    endcase
                end
            endcase
        end
        else begin
            out_valid <= 0;
        end
    end
end
endmodule
```
**design/flow/run.sh**
```bash
#!/bin/bash
# OpenROAD 26Q1-2900-gdf79404cd8, Yosys 0.63+post, stock flow scripts
make -C /OpenROAD-flow-scripts/flow DESIGN_CONFIG=/design/flow/config.mk WORK_HOME=/design/flow/orfs finish
```
==> run_results.csv <==
group,metric,value,unit
place,place_hpwl,26.63,mm
setup_path,path_max_fanout,15,
routing,topRoutingLayerUsed,"met5",
clock_tree,clk_latency,0.59,ns
synthesis,ys.flops,479,
synthesis,yosysWarnings,1,
routing,wl_met1,16.18,mm
timing,finClkSkew,0.02169,ns
place,placed_cell_area,21360,sq um
outcome,status,"finished, final reports clean",
flow_run,log.warning_count,28,
routing,avgRoutedWirePerCell,21.14,um
floorplan,die_h,256.0,um
routing,drc,0,
floorplan,core,63430,sq um
synthesis,ys_sh_adder,0.02586,
floorplan,die-area,65520,sq um
timing,fmax,137.5,MHz
setup_path,required,18.50,ns
finish,drive_gt1_frac,0.2220,
clock_tree,postCtsSetupBuffers,0,
timing,maxSlewViolCount,0,
clock_tree,h-tree-depth,2,
place,gp_congestion,0.8455,
synthesis,edf_count,468,
place,numPortBuffers,75,
clock_tree,cts.clk_slew.worst_paths,0.06,ns
synthesis,mux_area_frac,0.1448,
power,p_seq_frac,0.507,
routing,wl,42.63,mm
clock_tree,clk_path_buf_depth,3,
routing,wl_met3,5.498,mm
global_routing,antenna_found_initial,1,
timing,slew_headroom,0.2860,
synthesis,seq_area_frac_synth,0.7377,
setup_path,cp-end-kind,"register",
place,placedCellCount,1924,
timing,rsz0062_at_grt,"false",
finish,n_fill_cell,5710,
synthesis,ys_cells,988,
synthesis,xor_area_frac,0.0009053,
timing,finalHoldViolations,0,
global_routing,grt_pass1_vias,10640,
global_routing,grt_max_degree,49,
power,power.switching,0.5074,mW
synthesis,netlist_area,19350,sq um
setup_path,critPathMaxStageDelay,0.81,ns
routing,viasPerCell,4.847,
power,p_int,1.898,mW
synthesis,syn_inst,988,
synthesis,ys_sh_simple,0.03498,
floorplan,io_pins,76,
floorplan,initCoreUtil,0.3051,
power,switching_share,0.2109,
routing,vias,9776,
clock_tree,cts_resized,0,
floorplan,die_w,256.0,um
timing,worst_pin_slew,1.067,ns
finish,stdcell_count,2017,
flow_run,drv_cap,0,
power,combPwrFrac,0.061,
clock_tree,cts_num_sinks,479,
synthesis,yosys_area,19350,sq um
routing,ant_nets,0,
setup_path,startpoint_type,"input pin",
clock_tree,cts_made_buffers,50,
synthesis,syn_avg_cell_area,19.58,sq um
hold_path,hold_class,"reg2reg",
finish,syn_to_final_growth,19.19,%
routing,antenna_cells,0,
global_routing,grt_pass1_wl,65.27,mm
clock_tree,cts_tree,"done",
synthesis,ff_type,"edfxtp_1",
routing,drtIter0Drc,544,
setup_path,arrival,7.48,ns
power,vdd_ir_drop_max,0.00006202,V
setup_path,cp_cell_sequence,"clkdlybuf4s50_1 > ha_1 > a211o_1 > a2111oi_4 > nand3_1 > o211ai_2 > a41oi_1 > buf_4 > nor2_1",
finish,postLayoutCellArea,23060,sq um
power,clkPwrFrac,0.432,
synthesis,aoi_share,0.04074,
setup_path,cp_slowest_cell,"clkdlybuf4s50_1",
global_routing,grt_use_total,0.1417,
clock_tree,hold_buffers,0,
synthesis,synthArstFlopShare,0,
timing,layout_min_cycle_time,7.275,ns
routing,dr_wl_met2,20.05,mm
floorplan,rows,92,
timing,fin_setup_tns,0,ns
clock_tree,cts-root-buf,"clkbuf_16",
timing,finalClockPeriodUsage,0.3975,
power,power.leakage,7.202,nW
synthesis,synthTopLogicFamily,"multiplexers",
timing,fin_hold_ws,0.5313,ns
power,finalPower,2.405,mW
global_routing,gr-total-overflow,0,
setup_path,critical_path_class,"in2reg",
power,power_density,104.3,nW/um^2
routing,drtPass1Iterations,5,
synthesis,netlist-cell-type-count,46,
timing,setup_violations,0,
-- metrics by stage --
stage	util	setup WS [ns]
4_1_cts	0.3636	11.02
6_report	0.3636	11.03
2_1_floorplan	-	11.27
3_3_place_gp	0.3368	10.49
5_1_grt	0.3636	10.74
3_5_place_dp	0.3368	10.43
-- power by group through the flow --
stage	Combinational (mW)	Clock (mW)	Sequential, mW
CTS	0.148	1.06	1.22
finish	0.146	1.04	1.22
global route	0.162	1.11	1.22
-- path summary, 6_finish.rpt --
kind	slack [ns]	startpoint	end	cells past startpoint
max	11.03	in_data_1[8]	relu_buffer_3[0][9]	9
min	0.53	pcount[1]	register	2
max reg2reg	12.08	register	relu_buffer_3[0][9]	12
min reg2reg	0.53	pcount[1]	register	2
-- metal layers --
layer / vias up / GRT usage
li1: 4359 / -
met4: 2 / 0.02661
met5: - / 0
met3: 62 / 0.08523
met2: 494 / 0.2140
met1: 4859 / 0.1835
-- synth_stat cells (2+ instances only) --
library cell | number | area share
nor3b_1 | 5 | 0.0019
buf_4 | 10 | 0.0039
a31oi_1 | 2 | 0.00065
edfxtp_1 | 468 | 0.73
o2bb2ai_1 | 24 | 0.011
nand2_2 | 2 | 0.00065
mux2i_1 | 37 | 0.019
nor2_1 | 77 | 0.015
buf_1 | 7 | 0.0014
a311oi_1 | 2 | 0.00091
o22ai_1 | 2 | 0.00065
nor3_1 | 5 | 0.0013
dfxtp_1 | 11 | 0.011
a21o_1 | 7 | 0.0027
mux4_2 | 108 | 0.13
a31o_2 | 2 | 0.00091
nand2b_1 | 3 | 0.00097
buf_6 | 4 | 0.0023
ha_1 | 40 | 0.026
clkbuf_1 | 12 | 0.0023
o21ai_0 | 15 | 0.0039
inv_1 | 12 | 0.0023
nand3_1 | 8 | 0.0021
a21oi_1 | 46 | 0.012
buf_2 | 10 | 0.0026
nand4_1 | 5 | 0.0016
nor4_1 | 8 | 0.0026
a32o_1 | 4 | 0.0021
xnor2_1 | 2 | 0.00091
nor2b_1 | 4 | 0.0013
or3_1 | 2 | 0.00065
nand2_1 | 30 | 0.0058
-- critical path, delay by kind of cell --
kind	cells	cell delay, ns
buffers and inverters	2	1.04
adder cells (fa/ha/maj)	1	0.34
AND-OR/OR-AND	4	1.48
AND/OR/NAND/NOR	2	0.94
-- flip-flops by register name, summed over array words and instances, names as in the netlist, named ones only --
register / count
out_max_1: 12
out_valid: 1
out_max_3: 12
out_max_2: 12
flag: 1
pcount: 4
state: 1
relu_buffer_1: 144
relu_buffer_2: 144
relu_buffer_3: 144
-- cell type report --
class                   count  area, sq um  area share
multi-input cells         456         4802      0.2082
clock inverters            37        407.9     0.01769
well taps                 846         1059     0.04590
repair buffers            131         1171     0.05078
flip-flops and latches    479        14280      0.6193
inverters                  12        45.04    0.001953
clock buffers              56         1295     0.05615
-- cell usage in the layout, fill, tap and decap left out, types with 2 or more instances in the layout --
cell type,n
nand2_1,30
conb_1,3
clkinv_1,7
dfxtp_1,7
dfxtp_4,2
xnor2_1,2
nand2_2,2
or3_1,2
ha_1,40
a21o_1,7
edfxtp_1,468
o22ai_1,2
dfxtp_2,2
buf_4,56
nand2b_1,3
nor3b_1,4
clkinv_2,17
clkdlybuf4s50_1,75
a31o_2,2
a21oi_1,46
a31oi_1,2
mux2i_1,37
bufinv_16,8
nand3_1,8
a311oi_1,2
nor3_1,5
mux4_2,108
a32o_1,4
o21ai_0,15
nand4_1,5
o2bb2ai_1,24
nor2_1,77
clkbuf_16,51
inv_1,12
nor4_1,8
clkbuf_1,5
nor2b_1,4
-- kinds of logic after synthesis --
logic type	after synthesis
AOI/OAI and AO/OA	114
xor gates and xnor gates	2
adders and majority gates	40
buffers and inverters	55
DFF	479
muxes	145
other	1
and+or+nand+nor	152
Power figures rest on the tool's default switching activity, not on a simulated workload.
