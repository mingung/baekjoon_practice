**config.mk**
```make
export PLATFORM = sky130hd
export DESIGN_NAME = Stopwatch
export DESIGN_NICKNAME = Stopwatch
export VERILOG_FILES = /design/flow/design.v
export SDC_FILE = /design/flow/constraint.sdc
export NUM_CORES = 4
export LEC_CHECK = 1
export CORE_UTILIZATION = 30
```
**constraint.sdc**
```tcl
current_design Stopwatch

set clk_period 5.7
set clk_io_pct 0.2

create_clock -name clk0 -period $clk_period [get_ports {i_Clk}]

set non_clock_inputs [all_inputs -no_clocks]
set_input_delay [expr $clk_period * $clk_io_pct] -clock clk0 $non_clock_inputs
set_output_delay [expr $clk_period * $clk_io_pct] -clock clk0 [all_outputs]
```
**design.v**
```verilog
module FNDx4(i_Clk, i_Rst,
	i_Data,
	o_Digit, o_FND); 						 
input				i_Clk;			
input				i_Rst;
input		[15:0]	i_Data;
output	wire [3:0]	o_Digit;	 
output	wire [6:0]	o_FND;	 
wire    [3:0] FND_i;
reg		[23:0] r_Digit;
reg		[22:0] r_Cnt;
parameter CLK_PERIOD = 20;
parameter LST_CLK = 10_000_000/CLK_PERIOD - 1;
FND	FND0(FND_i, o_FND);
assign o_Digit = r_Digit;
assign	FND_i =
	(r_Digit[0] ? i_Data[4*0+:4] : 0) |
	(r_Digit[1] ? i_Data[4*1+:4] : 0) |
	(r_Digit[2] ? i_Data[4*2+:4] : 0) |
	(r_Digit[3] ? i_Data[4*3+:4] : 0);
always@(posedge i_Clk, negedge i_Rst)
	if(!i_Rst)	begin
		r_Digit <= 4'b0001;
		r_Cnt	<= 0;
	end else if(r_Cnt == LST_CLK)	begin
		r_Digit <= {r_Digit[2:0], r_Digit[3]};
		r_Cnt	<= 0;
	end else
		r_Cnt	<= r_Cnt + 1;
endmodule
module FND(i_Data, o_FND);
input	[3:0] i_Data;
output	reg	[6:0] o_FND;	 
always@*
	case(i_Data)
		4'h0	: o_FND = 7'b1000000;
		4'h1	: o_FND = 7'b1111001;
		4'h2	: o_FND = 7'b0100100;
		4'h3	: o_FND = 7'b0110000;
		4'h4	: o_FND = 7'b0011001;
		4'h5	: o_FND = 7'b0010010;
		4'h6	: o_FND = 7'b0000010;
		4'h7	: o_FND = 7'b1011000;
		4'h8	: o_FND = 7'b0000000;
		4'h9	: o_FND = 7'b0011000;
		default	: o_FND = 7'h1111111;
	endcase
endmodule
module	Stopwatch(i_Clk,	i_Rst,
	i_fStart,	i_fStop,
	o_Digit,	o_FND);
input	i_Clk;
input	i_Rst;
input	i_fStart;
input	i_fStop;
output	wire	[3:0]	o_Digit;
output	wire	[6:0]	o_FND;
reg	[1:0]	c_State	, n_State	;
reg	[23:0]	c_ClkCnt, n_ClkCnt	;
reg	[3:0]	c_Sec0	, n_Sec0	;
reg	[3:0]	c_Sec1	, n_Sec1	;
reg	[3:0]	c_Sec2	, n_Sec2	;
reg	[3:0]	c_Sec3	, n_Sec3	;
wire	[15:0]	FNDx4_i;
parameter	LST_CLK	= 1000/20 - 1;
parameter	IDLE	= 2'h0,
			WORK	= 2'h1,
			PAUSE	= 2'h2;
assign	FNDx4_i = {c_Sec3, c_Sec2, c_Sec1, c_Sec0};
FNDx4	FNDx4_U0(i_Clk, i_Rst, FNDx4_i, o_Digit, o_FND);
always@(posedge i_Clk, negedge i_Rst)
	if(!i_Rst)begin
		c_State	= 0;
		c_ClkCnt= 0;
		c_Sec0	= 0;
		c_Sec1	= 0;
		c_Sec2	= 0;
		c_Sec3	= 0;
	end else begin
		c_State	= n_State	;
		c_ClkCnt= n_ClkCnt	;
		c_Sec0	= n_Sec0	;
		c_Sec1	= n_Sec1	;
		c_Sec2	= n_Sec2	;
		c_Sec3	= n_Sec3	;
	end
assign	fLstClk	= c_ClkCnt == 1000/20 - 1,
		fLstSec0= c_Sec0 == 9,
		fLstSec1= c_Sec1 == 9,
		fLstSec2= c_Sec2 == 9,
		fLstSec3= c_Sec3 == 9;
assign	fIncSec0= fLstClk,
		fIncSec1= fIncSec0 && fLstSec0,
		fIncSec2= fIncSec1 && fLstSec1,
		fIncSec3= fIncSec2 && fLstSec2;
always@*
begin
	n_State = c_State;
	n_ClkCnt= c_ClkCnt;
	n_Sec0	= c_Sec0;
	n_Sec1	= c_Sec1;
	n_Sec2	= c_Sec2;
	n_Sec3	= c_Sec3;
	case(c_State)
		IDLE	: begin
			n_ClkCnt = 0;
			n_Sec0	= 0;
			n_Sec1	= 0;
			n_Sec2	= 0;
			n_Sec3	= 0;
			if(i_fStart)	n_State = WORK;
		end
		WORK	: begin
			n_ClkCnt = fLstClk ? 0 : c_ClkCnt + 1;
			if(fIncSec0)	n_Sec0	= fIncSec0 ? fLstSec0 ? 0 : c_Sec0 + 1 : c_Sec0;
			if(fIncSec1)	n_Sec1	= fIncSec1 ?fLstSec1 ? 0 : c_Sec1 + 1	 : c_Sec1;
			if(fIncSec2)	n_Sec2	= fIncSec2 ?fLstSec2 ? 0 : c_Sec2 + 1  : c_Sec2;
			if(fIncSec3)	n_Sec3	= fIncSec3 ?fLstSec3 ? 0 : c_Sec3 + 1  : c_Sec3;
			if(i_fStart)		n_State = PAUSE;
			else if(i_fStop)	n_State = IDLE;
		end
		PAUSE	: begin
			if(i_fStart)		n_State = WORK;
			else if(i_fStop)	n_State = IDLE;
		end
	endcase
end
endmodule
```
**run.sh**
```bash
#!/bin/bash
# OpenROAD 26Q1-2900-gdf79404cd8, Yosys 0.63+post, stock flow scripts
make -C /OpenROAD-flow-scripts/flow DESIGN_CONFIG=/design/flow/config.mk WORK_HOME=/design/flow/orfs finish
```
==> out/metrics.cfg <==
[yosys]
syn_inst=401
postSynthAreaPerCell_sq_um=9.563
ys_async_sr_fraction_pct=100.0
synth_flops=70
yosys_cells=401
common_cells=dfrtp_1, nand3_1, nand2_1, nor2_1, o21ai_0
synth_cell_type_count=51
edf_count=0
top_cell_area_share_pct=44.37
synth.yosys.warnings=13
synth_area_sq_um=3835
yosys_area_sq_um=3835
synthFlopType=dfrtp_1
yosysSeqAreaShare_pct=45.74
synthTopCellsByArea=dfrtp_1, nand3_1, ha_1
largest_area_cell=dfrtp_1
top_cell=dfrtp_1

[die]
die_width_microns=115.1
fp.dieH_microns=115.1
coreArea_sq_um=12210
initial_utilization_pct=31.40
pin_count=15
rows=40
die_area_sq_um=13240

[final_layout]
fill_cells=1216
drive_gt1_share_pct=9.456
areaGrowthSynthToFinish_pct=15.73
logic_area_sq_um=1971
regArea_sq_um=1754

[power]
p_leak_nw=1.876
max-vdd-ir-drop_v=0.0001458
p_per_area_nw_per_um2=246.3

[clock_tree]
insertion_delay_ns=0.33
cts_resized=0
ctsLongestPathBuffers=2
cts-hold-fix-buffers=0
cts_root_buf=clkbuf_16
clkSlewWorstSetupHoldPaths_ns=0.06
numCtsBuffers=9
cts_tree=done
h-tree-depth=3
cts_setup_buffers=0
cts.sinks=70

[setup_path]
start_kind=flop
crit_arrival_ns=2.54
path_class=flop to primary output
crit_fanout=7
critPathRequiredTime_ns=4.56
end_kind=primary output

[sta]
holdWs_ns=0.4795
finalSetupViolations=0
rsz0062_at_grt=no
finalHoldViolations=0
finalSetupTns_ns=0
finalClockPeriodUsage_pct=64.53
maxSlewHeadroom_pct=43.49
fin_skew_ns=0.01043
worst_slew_pin_slew_ns=0.8445
drv_slew=0
fmaxAchievable_ghz=0.2719
period_needed_ns=3.678

[placement]
port_buffers=14
hpwl_mm=5.164
place_congestion=0.7898

[run_status]
status=finished clean

[grt]
grt_overflow=0
grt_pass1_wl_mm=13.78
grt.total_usage_pct=12.99
antenna_found_initial=0
grt_max_degree=37
grt_pass1_vias=2919

[detailed_routing]
avgViaCountPerCell=5.115
wl_per_cell_microns=13.08
drc=0
ant_nets=0
first_pass_iters=4
drtIter0Drc=223
antenna_cells=0
wl_mm=7.733
via_count=3023

[job]
warning_count=30
cap_violations=0

[worst_hold_path]
min_path_type=flop to flop

worst max-delay path: stages (launching register included):
cell and delay, ns:
dfrtp_1 0.43, a22o_1 0.23, a221oi_1 0.65, nand2_1 0.22, o22ai_1 0.20, clkdlybuf4s50_1 0.48
per-layer routing:
metal / vias to the layer above / GRT usage, % / share of wire [%]
li1: 1514 / - / -
met1: 1452 / 20.09 / 50
met2: 53 / 20.24 / 46
met5: - / 0 / 0
met3: 4 / 2.466 / 3.7
met4: 0 / 1.039 / 0.62
final timing paths:
kind / startpoint / endpoint / slack [ns] / cells after the start
worst min register to register: FNDx4_U0.r_Cnt[0] / FNDx4_U0.r_Cnt[0] / 0.48 / 1
min in group asynchronous: i_Rst / FNDx4_U0.r_Cnt[12] / 0.89 / 1
worst min-delay path: FNDx4_U0.r_Cnt[0] / FNDx4_U0.r_Cnt[0] / 0.48 / 1
worst max register to register: c_ClkCnt[19] / c_Sec3[2] / 3.17 / 5
worst max-delay path: c_Sec0[1] / o_FND[3] / 2.02 / 5
max in group asynchronous: i_Rst / c_ClkCnt[9] / 3.82 / 2
sequential cells by signal, indices dropped and copies added (netlist names):
name and count:
FNDx4_U0.r_Digit 4, c_Sec2 4, c_Sec3 4, c_Sec0 4, c_ClkCnt 24, FNDx4_U0.r_Cnt 23
c_State 3, c_Sec1 4
cell type report:
cell class | instances | area share [%]
clock inverter | 7 | 1.100
inverter | 15 | 1.269
timing repair buffer | 19 | 3.891
tap | 168 | 4.736
multi-input combinational | 303 | 44.40
sequential | 70 | 39.53
clock buffer | 9 | 5.075
through the flow:
stage | total power [mW] | setup WS (ns) | area (sq um) | cells | utilization [%]
after floorplan | 0.5709 | 3.016 | 3835 | 401 | -
after global placement | 0.5939 | 2.460 | 4164 | 575 | 34.10
after detailed placement | 0.5960 | 2.382 | 4164 | 575 | 34.10
after CTS | 1.113 | 2.029 | 4438 | 591 | 36.34
after global routing | 1.142 | 1.810 | 4438 | 591 | 36.34
final | 1.093 | 2.022 | 4438 | 591 | 36.34
power by group:
part	total (mW)	switching (mW)	internal [mW]
registers	0.518	0.0129	0.505
logic	0.0688	0.0460	0.0227
clock network	0.507	0.212	0.295
total	1.09	0.271	0.822
cells by family (layout without fill, tap and decap cells):
| family | count (synthesis) | in the layout | share of synthesized area [%] |
|---|---|---|---|
| AOI/OAI and AO/OA | 84 | 84 | 14.71 |
| xor gates and xnor gates | 19 | 19 | 4.339 |
| adders and majority gates | 11 | 11 | 3.589 |
| buffers and inverters | 28 | 50 | 3.002 |
| DFF | 70 | 70 | 45.74 |
| muxes | 12 | 12 | 3.328 |
| and+or+nand+nor | 177 | 177 | 25.29 |
layout by cell type, fill, tap and decap left out, types with 8 or more instances in the layout:
master,count
o31ai_1,11
clkdlybuf4s50_1,13
nor4_1,10
inv_1,15
ha_1,11
nor2_1,27
nand2_1,30
nor3_1,8
clkbuf_16,9
o21ai_0,21
a21oi_1,12
nand3_1,35
xnor2_1,12
nand4_1,15
dfrtp_1,68
Power figures rest on the tool's default switching activity, not on a simulated workload.
