[./design.v]
module mxp_relu #( parameter CONV_BIT = 12, HALF_WIDTH = 12, HALF_HEIGHT = 12, HALF_WIDTH_BIT = 4 )
(
    clk, rst,
    valid_in,
    conv_out_1, conv_out_2, conv_out_3,
    max_value_1, max_value_2, max_value_3,
    valid_out
);
input clk, rst, valid_in; 
input signed [CONV_BIT - 1 : 0] conv_out_1, conv_out_2, conv_out_3;
output reg [CONV_BIT - 1 : 0] max_value_1, max_value_2, max_value_3; 
output reg valid_out;
reg signed [CONV_BIT - 1 : 0] buffer_1 [0 : HALF_WIDTH - 1];
reg signed [CONV_BIT - 1 : 0] buffer_2 [0 : HALF_WIDTH - 1];
reg signed [CONV_BIT - 1 : 0] buffer_3 [0 : HALF_WIDTH - 1];
reg [HALF_WIDTH_BIT - 1 : 0] pcount;
reg state;  
reg flag;  
always @ (posedge clk) begin
    if(rst) begin
        state <= 0;
        pcount <= 0;
        valid_out <= 0;
        flag <= 0;
    end
    else begin
        if(valid_in == 1) begin
            flag <= ~flag;
            if(flag == 1) begin
                pcount <= pcount + 1;
                if(pcount == HALF_WIDTH - 1) begin
                    state <= ~state;
                    pcount <= 0;
                end
            end
            if(state == 0) begin
                if(flag == 0) begin
                    valid_out <= 0;
                    buffer_1[pcount] <= conv_out_1;
                    buffer_2[pcount] <= conv_out_2;
                    buffer_3[pcount] <= conv_out_3;
                end
                else begin
                    valid_out <= 0;
                    if(buffer_1[pcount] < conv_out_1)
                        buffer_1[pcount] <= conv_out_1;
                    if(buffer_2[pcount] < conv_out_2)
                        buffer_2[pcount] <= conv_out_2;
                    if(buffer_3[pcount] < conv_out_3)
                        buffer_3 [pcount] <= conv_out_3;
                end
            end
            else begin
                if(flag == 0) begin
                    valid_out <= 0;
                    if(buffer_1[pcount] < conv_out_1)
                        buffer_1[pcount] <= conv_out_1;
                    if(buffer_2[pcount] < conv_out_2)
                        buffer_2[pcount] <= conv_out_2;
                    if(buffer_3[pcount] < conv_out_3)
                        buffer_3[pcount] <= conv_out_3;
                end
                else begin
                    valid_out <= 1;
                    if(buffer_1[pcount] < conv_out_1) begin
                        if(conv_out_1 > 0)
                            max_value_1 <= conv_out_1;
                        else
                            max_value_1 <= 0;
                    end
                    else begin
                        if(buffer_1[pcount] > 0)
                            max_value_1 <= buffer_1[pcount];
                        else
                            max_value_1 <= 0;
                    end
                    if(buffer_2[pcount] < conv_out_2) begin
                        if(conv_out_2 > 0)
                            max_value_2 <= conv_out_2;
                        else
                            max_value_2 <= 0;
                    end
                    else begin
                        if(buffer_2[pcount] > 0)
                            max_value_2 <= buffer_2[pcount];
                        else
                            max_value_2 <= 0;
                    end
                    if(buffer_3[pcount] < conv_out_3) begin
                        if(conv_out_3 > 0)
                            max_value_3 <= conv_out_3;
                        else
                            max_value_3 <= 0;
                    end
                    else begin
                        if(buffer_3[pcount] > 0)
                            max_value_3 <= buffer_3[pcount];
                        else
                            max_value_3 <= 0;
                    end
                end
            end
        end
        else begin
            valid_out <= 0;
        end
    end
end
endmodule
[./run.sh]
#!/bin/bash
# OpenROAD 26Q1-2900-gdf79404cd8, Yosys 0.63+post, stock flow scripts
make -C /OpenROAD-flow-scripts/flow DESIGN_CONFIG=/design/flow/config.mk WORK_HOME=/design/flow/orfs finish
[./config.mk]
export PLATFORM = sky130hd
export DESIGN_NAME = mxp_relu
export DESIGN_NICKNAME = mxp_relu
export VERILOG_FILES = /design/flow/design.v
export SDC_FILE = /design/flow/constraint.sdc
export NUM_CORES = 4
export LEC_CHECK = 1
export CORE_UTILIZATION = 50
[./constraint.sdc]
current_design mxp_relu

set clk_period 13.3
set clk_io_pct 0.2

create_clock -name clk0 -period $clk_period [get_ports {clk}]

set non_clock_inputs [all_inputs -no_clocks]
set_input_delay [expr $clk_period * $clk_io_pct] -clock clk0 $non_clock_inputs
set_output_delay [expr $clk_period * $clk_io_pct] -clock clk0 [all_outputs]
==> flow_summary_export.csv <==
group,metric,value,unit
global_route,grt_pass1_wl,67300,um
clocking,max-clock-path-buffers,3,
route,post-route-drc-count,0,
synth,synth.avg_cell_area,18.2,um2
floorplan,fp.dieH,201,um
critical_path,required,13.58,ns
cells_and_area,mostFrequentLayoutCell,"sky130_fd_sc_hd__edfxtp_1",
hold_path,hold_path_depth,2,
floorplan,chip_area,40400,um2
critical_path,worstPathArrival,6.16,ns
floorplan,ioPinCount,76,
placement,hpwl,27900,um
floorplan,placeableCoreArea,38900,um2
global_route,grt_remaining_overflow,0,
critical_path,timing.critical_path.to_type,"register",
clocking,cts.sink_count,479,
synth,synthesis.area,19800,um2
cells_and_area,share_of_layout_cells_above_drive_strength_1,0.220,
clocking,worstSkewPairLatency,0.59,ns
power_and_ir_drop,pwr_density_cell,141,nW/um2
route,route.detailed.vias_per_inst,5.77,
placement,routabilityCongestion,0.904,
timing,maxSlewViolCount,0,
placement,place_area,21500,um2
critical_path,worst_r2r_endpoint,"buffer_1[8][7]$_DFFE_PP_",
synth,syn-instance-count,1090,
critical_path,r2r_setup_slack,8.10,ns
global_route,via_count_of_the_first_global_routing_pass,11300,
critical_path,reg2reg_depth,12,
timing,hold_slack,0.539,ns
critical_path,worstSetupPathType,"input port to register",
clocking,cts_setup_buffers,0,
cells_and_area,layout-area-overhead-vs-synth,16.7,%
timing,relSlewSlack,0.397,
power_and_ir_drop,power.ir.vdd_worst,0.0962,mV
synth,yosysChipArea,19800,um2
run_status,run_status,"finished clean",
route,postRouteAntennaNets,0,
clocking,numCtsBuffers,49,
clocking,cts-hold-fix-buffers,0,
cells_and_area,final_cell_mix,"sky130_fd_sc_hd__edfxtp_1, sky130_fd_sc_hd__mux4_2, sky130_fd_sc_hd__nand2_1",
route,routed-via-count,10200,
synth,synth_flop_count,479,
route,diodes,0,
route,routedWlPerCell,24.9,um
clocking,ctsHtreeMaxLevel,2,
timing,timing.clock.skew,0.0215,ns
clocking,cts-root-buf,"sky130_fd_sc_hd__clkbuf_16",
synth,ys_warn_count,1,
global_route,grt_antenna_before_repair,0,
clocking,cts.clk_slew.worst_paths,0.06,ns
timing,finalSetupViolations,0,
synth,yosysTopAreaCellShare,0.709,
route,detailedRoute.firstPassIterationCount,5,
timing,rsz0062_at_grt,"false",
timing,finalCriticalPeriod,5.87,ns
route,initialDrtViolationCount,552,
synth,number_of_flops_mapped_to_enable_cells_by_yosys,468,
placement,port_buffers,75,
cells_and_area,utilization,0.594,
hold_path,hp-class,"register to register",
synth,post_synth_num_cell_types,56,
timing,final_critical_path_setup_slack,7.43,ns
clocking,post_cts.resized_instances,0,
timing,final_hold_vio_count,0,
global_route,grt_start_max_net_pins,76,
floorplan,chipWidth,201,um
clocking,tritoncts,"yes",
synth,cell_type_with_the_largest_total_area,"sky130_fd_sc_hd__edfxtp_1",
floorplan,floorplan.initialDensity,0.509,
synth,area_leaders,"sky130_fd_sc_hd__edfxtp_1, sky130_fd_sc_hd__mux4_2, sky130_fd_sc_hd__mux2i_1, sky130_fd_sc_hd__ha_1, sky130_fd_sc_hd__nand2_1",
cells_and_area,final_design_area_no_fill,23100,um2
timing,final.period_utilization,0.442,
floorplan,std_cell_rows,72,
timing,tightest_slew,0.902,ns
hold_path,worstHoldStart,"pcount[1]$_SDFFE_PP0P_",
synth,yosysCellCount,1090,
critical_path,timing.critical_path.fanout_max,23,
route,detail_route.wirelength,44100,um
timing,maximum_clock_frequency,170,MHz
synth,ys_async_sr_fraction,0,
flow_run,openroad.warnings,28,
critical_path,crit_path_start_kind,"input port",
power_and_ir_drop,p_leak,7.53,nW
flow_run,max_cap_viol_count,0,
placement,setup_ws_pre_cts,6.88,ns
timing,totalNegativeSetupSlack,0,ns
synth,seq_area_frac_synth,0.720,
global_route,grt.total_usage,0.254,
synth,flop_cell,"sky130_fd_sc_hd__edfxtp_1",
-- worst max-delay path by stage --
stage | startpoint | to
after global routing | conv_out_3[11] | buffer_3[8][2]$_DFFE_PP_
after CTS | conv_out_1[3] | buffer_1[1][0]$_DFFE_PP_
final | conv_out_3[11] | buffer_3[9][7]$_DFFE_PP_
-- metal layers --
layer | vias up | track usage | share of wire
li1 | 4615 | - | -
met5 | - | 0 | 0
met1 | 5019 | 0.376 | 0.36
met3 | 79 | 0.148 | 0.13
met2 | 518 | 0.367 | 0.47
met4 | 0 | 0.0556 | 0.027
-- flip-flops by register name (all words and copies together), names as in the netlist, named ones only --
register and count:
max_value_2 12, pcount 4, state 1, valid_out 1
buffer_1 144, max_value_3 12, buffer_3 144, max_value_1 12
flag 1, buffer_2 144
-- critical path, cell delays in order --
cell and delay, ns:
sky130_fd_sc_hd__clkdlybuf4s50_1 1.06, sky130_fd_sc_hd__inv_1 0.15, sky130_fd_sc_hd__ha_1 0.36, sky130_fd_sc_hd__and4_1 0.20, sky130_fd_sc_hd__a41oi_1 0.18, sky130_fd_sc_hd__o21ai_0 0.14
sky130_fd_sc_hd__a21oi_2 0.45, sky130_fd_sc_hd__nor2_2 0.13, sky130_fd_sc_hd__buf_4 0.26, sky130_fd_sc_hd__o31ai_2 0.29, sky130_fd_sc_hd__buf_4 0.26
-- power breakdown --
part	internal, mW	switching [mW]
combinational	0.0877	0.124
sequential	1.67	0.00936
clock	0.798	0.566
-- final cells by class --
type | count | area, um2
Clock buffer | 57 | 1300
Clock inverter | 35 | 319
Fill cell | 2874 | 15800
Inverter | 37 | 139
Multi-Input combinational cell | 517 | 5260
Sequential cell | 479 | 14300
Tap cell | 518 | 648
Timing Repair Buffer | 130 | 1180
-- logic make-up after synthesis --
kind of cell | share of synthesized area
AND-OR/OR-AND | 0.0348
XOR/XNOR | 0.000442
adder cells (fa/ha/maj) | 0.0234
buffers and inverters | 0.0212
flip-flops | 0.720
multiplexers | 0.147
other | 0.000189
AND/OR/NAND/NOR | 0.0528
-- metrics by stage --
stage,power (mW),cells
final,3.26,1773
after global routing,3.36,1773
after CTS,3.29,1773
after detailed placement,1.93,1681
after global placement,1.92,1681
after floorplan,1.84,1092
-- synthesized netlist by cell type (4+ instances only) --
library cell and count:
sky130_fd_sc_hd__nor2_1 24, sky130_fd_sc_hd__nand3_1 17, sky130_fd_sc_hd__mux4_2 107, sky130_fd_sc_hd__and2_1 4, sky130_fd_sc_hd__inv_1 37, sky130_fd_sc_hd__clkbuf_1 26
sky130_fd_sc_hd__buf_4 7, sky130_fd_sc_hd__buf_2 15, sky130_fd_sc_hd__buf_1 9, sky130_fd_sc_hd__dfxtp_1 11, sky130_fd_sc_hd__or3_1 10, sky130_fd_sc_hd__mux2i_1 47
sky130_fd_sc_hd__edfxtp_1 468, sky130_fd_sc_hd__nor3_1 18, sky130_fd_sc_hd__a21oi_1 7, sky130_fd_sc_hd__nand2b_1 24, sky130_fd_sc_hd__o31ai_1 22, sky130_fd_sc_hd__nand2_1 88
sky130_fd_sc_hd__a21o_1 9, sky130_fd_sc_hd__ha_1 37, sky130_fd_sc_hd__o21ai_0 40, sky130_fd_sc_hd__nand4_1 14
Power is estimated from default activity; no workload was simulated.
